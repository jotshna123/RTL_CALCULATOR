File: ./design.v
module full_adder (
    input  a,
    input  b,
    input  cin,
    output sum,
    output cout
);
wire w1, w2, w3;
xor (w1, a, b);     
xor (sum, w1, cin);
and (w2, a, b);    
and (w3, w1, cin);
or  (cout, w2, w3);
endmodule
module calculator_top (
    input  [7:0]  A,
    input  [7:0]  B,
    input  [1:0]  OP,
    input         clk,
    input         start,
    output [15:0] RESULT,
    output        DONE,
    output        DIV_BY_ZERO
);
wire [7:0] add_sum;
wire       add_cout;
wire [7:0] sub_diff;
wire       sub_borrow;
wire [15:0] mul_product;
wire [7:0] div_quotient;
wire [7:0] div_remainder;
wire       div_done;
wire       div_zero;
ripple_adder_8bit ADDER (
    .A(A),
    .B(B),
    .CIN(1'b0),
    .SUM(add_sum),
    .COUT(add_cout)
);
subtractor_8bit SUBTRACTOR (
    .A(A),
    .B(B),
    .DIFF(sub_diff),
    .BORROW(sub_borrow)
);
multiplier_8bit MULTIPLIER (
    .A(A),
    .B(B),
    .PRODUCT(mul_product)
);
divider_8bit DIVIDER (
    .clk(clk),
    .start(start),
    .A(A),
    .B(B),
    .QUOTIENT(div_quotient),
    .REMAINDER(div_remainder),
    .DONE(div_done),
    .DIV_BY_ZERO(div_zero)
);
wire [15:0] add_out;
wire [15:0] sub_out;
wire [15:0] mul_out;
wire [15:0] div_out;
assign add_out = {7'b0, add_cout, add_sum};
assign sub_out = {7'b0, sub_borrow, sub_diff};
assign mul_out = mul_product;
assign div_out = {div_remainder, div_quotient};
assign DONE        = (OP == 2'b11) ? div_done : 1'b1;
assign DIV_BY_ZERO= (OP == 2'b11) ? div_zero : 1'b0;
mux4_1_rtl MUX (
    .d0(add_out),
    .d1(sub_out),
    .d2(mul_out),
    .d3(div_out),
    .s(OP),
    .y(RESULT)
);
endmodule
module divider_8bit (
    input        clk,
    input        start,
    input  [7:0] A,    
    input  [7:0] B,    
    output reg [7:0] QUOTIENT,
    output reg [7:0] REMAINDER,
    output reg       DONE,
    output reg       DIV_BY_ZERO
);
reg [7:0] rem_reg;
reg [7:0] div_reg;
reg [7:0] quo_reg;
reg       busy;
always @(posedge clk) begin
    if (start) begin
        if (B == 8'b0) begin
            DIV_BY_ZERO <= 1;
            DONE        <= 1;
            QUOTIENT   <= 8'b0;
            REMAINDER  <= 8'b0;
            busy       <= 0;
        end else begin
            DIV_BY_ZERO <= 0;
            DONE        <= 0;
            rem_reg    <= A;
            div_reg    <= B;
            quo_reg    <= 8'b0;
            busy       <= 1;
        end
    end
    else if (busy) begin
        if (rem_reg >= div_reg) begin
            rem_reg <= rem_reg - div_reg;
            quo_reg <= quo_reg + 1'b1;
        end else begin
            QUOTIENT  <= quo_reg;
            REMAINDER<= rem_reg;
            DONE     <= 1;
            busy     <= 0;
        end
    end
end
endmodule
module multiplier_8bit (
    input  [7:0] A,
    input  [7:0] B,
    output [15:0] PRODUCT
);
reg [15:0] result;
reg [15:0] a_shifted;
integer i;
always @(*) begin
    result = 16'b0;
    for (i = 0; i < 8; i = i + 1) begin
        if (B[i]) begin
            a_shifted = A << i;
            result = result + a_shifted;
        end
    end
end
assign PRODUCT = result;
endmodule
module mux4_1_rtl (
    input  [15:0] d0, d1, d2, d3,
    input  [1:0]  s,
    output reg [15:0] y
);
always @(*) begin
    case (s)
        2'b00: y = d0;
        2'b01: y = d1;
        2'b10: y = d2;
        2'b11: y = d3;
        default: y = 16'b0;
    endcase
end
endmodule
module ripple_adder_8bit (
    input  [7:0] A,
    input  [7:0] B,
    input        CIN,
    output [7:0] SUM,
    output       COUT
);
wire [7:0] c;   
full_adder FA0 (
    .a(A[0]),
    .b(B[0]),
    .cin(CIN),
    .sum(SUM[0]),
    .cout(c[0])
);
genvar i;
generate
    for (i = 1; i < 8; i = i + 1) begin : ADDER_CHAIN
        full_adder FA (
            .a(A[i]),
            .b(B[i]),
            .cin(c[i-1]),
            .sum(SUM[i]),
            .cout(c[i])
        );
    end
endgenerate
assign COUT = c[7];
endmodule
module subtractor_8bit (
    input  [7:0] A,
    input  [7:0] B,
    output [7:0] DIFF,
    output       BORROW
);
wire [7:0] B_inv;
wire cout;
assign B_inv = ~B;
ripple_adder_8bit ADDER (
    .A(A),
    .B(B_inv),
    .CIN(1'b1),    
    .SUM(DIFF),
    .COUT(cout)
);
assign BORROW = ~cout;
endmodule
File: ./run.sh
#!/bin/bash
# OpenROAD 26Q1-2900-gdf79404cd8, Yosys 0.63+post, stock flow scripts
make -C /OpenROAD-flow-scripts/flow DESIGN_CONFIG=/design/flow/config.mk WORK_HOME=/design/flow/orfs finish
File: ./config.mk
export PLATFORM = sky130hd
export DESIGN_NAME = calculator_top
export DESIGN_NICKNAME = calculator_top
export VERILOG_FILES = /design/flow/design.v
export SDC_FILE = /design/flow/constraint.sdc
export NUM_CORES = 4
export LEC_CHECK = 1
export CORE_UTILIZATION = 50
File: ./constraint.sdc
current_design calculator_top

set clk_period 14.4
set clk_io_pct 0.2

create_clock -name clk0 -period $clk_period [get_ports {clk}]

set non_clock_inputs [all_inputs -no_clocks]
set_input_delay [expr $clk_period * $clk_io_pct] -clock clk0 $non_clock_inputs
set_output_delay [expr $clk_period * $clk_io_pct] -clock clk0 [all_outputs]
==> ci_impl_report.md <==
## Implementation flow summary

| Metric | Value |
|---|---|
| Met3 wire length | `1610 um` |
| Worst-margin pin slew | `0.920 ns` |
| CTS buffer count | `5` |
| Max Clock Skew | `0.00293 ns` |
| Crit path DAT | `between 10 and 15 ns` |
| # diodes | `0` |
| Max Root-Sink Buffers | `2` |
| Min-delay src | `DIVIDER.rem_reg[6]$_DFFE_PP_` |
| Layout fillers | `788` |
| Cell type with the largest total area | `edfxtp_1` |
| IO Port Bufs | `37` |
| Area share, top type | `19.9%` |
| Layout cells sized above 1 | `41.2%` |
| Via count | `6623` |
| Rows | `40` |
| Flop-to-flop setup slack | `11.30 ns` |
| Post-Synthesis Mean Instance Area | `roughly 9 um^2` |
| CTS tree | `built` |
| Yosys stat chip area | `0.00633 mm^2` |
| Worst hold-check path type | `flop to flop` |
| YS warnings | `3` |
| Met1 wire length | `9690 um` |
| Crit Path Max Fanout | `6` |
| Log Warnings | `30` |
| Top FF cell, synth | `edfxtp_1` |
| P per Cell Area | `138 mW/mm^2` |
| Floorplan core density | `52.0%` |
| Core Area | `0.0122 mm^2` |
| 1st-iter DRT viols | `393` |
| Cell area after synthesis | `0.00633 mm^2` |
| Hold EP | `DIVIDER.REMAINDER[6]$_SDFFCE_PP0P_` |
| Largest net degree at the start of global routing | `between 40 and 50` |
| Area grow syn2layout | `50.4%` |
| Slew Limit Headroom | `a little under two fifths` |
| VDD IR-drop max | `roughly 120 uV` |
| Top cell by count, worst path | `buf_4` |
| Slew Limit Fails | `0` |
| Post-synth cell types | `81` |
| FF+latch count, synth | `43` |
| Status | `completed` |
| Vias in the first global route | `6215` |
| Crit path largest cell delay | `0.46 ns` |
| RD Place Congestion | `roughly 0.93` |
| Initial antenna violation count | `0` |
| Insertion Delay late pin | `around 0.28 ns` |
| Logic area | `0.00557 mm^2` |
| Detailed Route WL | `20500 um` |
| Endpoint class of the critical path | `output port` |
| DR top layer | `met4` |
| Htree depth | `2` |
| Final Hold Fails | `0` |
| Drt pass-1 iters | `7` |
| Cells after Synth | `719` |
| Register area | `~0.0013 mm^2` |
| R2R Path End | `DIVIDER.quo_reg[6]$_SDFFCE_PP0P_` |
| Tot Pwr | `1320 uW` |
| Vias/cell | `5.84` |
| First-pass GRT wire length | `31300 um` |
| Design Area, Final | `about 0.0095 mm^2` |
| Slowest cell on crit path | `clkdlybuf4s50_1` |
| Top cells by area | `edfxtp_1 (20%), ha_1 (13%), fa_1 (7.0%)` |
| Crit path kind | `primary input to output port` |
| Async S/R FF share, synth | `0%` |
| Post-route clock period utilization | `99.0%` |
| Chip area | `around 0.013 mm^2` |
| FF-to-FF Start | `DIVIDER.div_reg[0]$_DFFE_PP_` |
| Top Ports | `38` |
| Clk slew on worst S/H paths | `0.06 ns` |
| Grt ovf | `0` |
| Clock Sinks | `~43` |
| Worst hold stages | `1` |
| Endpoints failing setup | `0` |
| CP Launch Type | `primary input` |
| Antenna-violating nets left | `0` |
| Seq/Total Area, Yosys | `20.3%` |
| Max cap viols | `0` |
| DIE HEIGHT | `114 um` |
| Root Driver | `clkbuf_16` |
| Leak pwr | `around 0.0042 uW` |
| # DRC | `0` |
| Die extent in x | `between 100 and 150 um` |
| EDFF count, synth | `42` |
| WL per Instance | `18.1 um` |
| Met2 routed WL | `9000 um` |
| Req. time, crit path | `approximately 12 ns` |
| Final Critical Period | `14.25 ns` |
| Detail Placement HPWL | `14100 um` |
| Placed cell areas | `~0.008 mm^2` |
| # Cells Yosys | `slightly above 700` |
| Max Clk Rate | `about 0.07 GHz` |
| Gr usage total | `32.3%` |
| Reg2reg path depth | `8` |
==> layout make-up <==
class	instances	area share, %
Clock buffer	6	1.35
Clock inverter	2	0.631
Inverter	51	2.01
Multi-Input combinational cell	602	58.5
Sequential cell	43	13.5
Tap cell	168	2.21
Timing Repair Buffer	262	21.8
==> critical path, delay by kind of cell <==
kind	cells	cell delay (ns)
AOI/OAI and AO/OA	14	2.74
buffers and inverters	18	2.44
adders and majority gates	6	1.48
and+or+nand+nor	6	0.82
xor gates and xnor gates	4	0.71
muxes	1	0.29
==> logic make-up (layout without fill, tap and decap cells) <==
group           count (synthesis)  count (layout)  share of synthesized area, %
xor+xnor                       35              35                          4.85
flops                          43              43                          20.3
buf+inv                        74             321                          5.91
mux                            26              26                          4.75
simple gates                  231             231                          18.3
compound gates                221             221                          25.7
fa+ha+maj                      89              89                          20.2
==> routing by layer <==
layer / vias up / track usage, %
met4: 0 / 2.86
met1: 3167 / 49.8
met2: 242 / 49.1
li1: 3189 / -
met5: - / 0
met3: 25 / 8.79
==> power breakdown <==
| group | leakage, uW | internal, uW | switching [uW] |
|---|---|---|---|
| combinational | 0.00368 | 551 | 455 |
| sequential | 0.000414 | 160 | 8.40 |
| clock | 0.0000911 | 99.4 | 44.0 |
| total | 0.00419 | 810 | 507 |
==> per-stage QoR <==
stage | util (%) | hold WS (ns) | cells | worst slack (ns) | setup TNS [ns]
after detailed placement | 64.5 | 0.574 | 1049 | -0.793 | -4.74
after CTS | 72.1 | 0.588 | 1115 | -0.0517 | -0.0827
after floorplan | - | 0.534 | 719 | 0.332 | 0
final | 78.3 | 0.577 | 1134 | 0.151 | 0
after global routing | 78.3 | 0.611 | 1134 | -0.122 | -0.235
after global placement | 64.5 | 0.566 | 1049 | -0.715 | -4.34
==> synthesized netlist by cell type (6+ instances only) <==
| cell type | number |
|---|---|
| xnor2_1 | 18 |
| and2_1 | 7 |
| a211oi_1 | 12 |
| clkbuf_1 | 12 |
| a21o_1 | 21 |
| and3_1 | 8 |
| nand3_1 | 21 |
| ha_1 | 67 |
| inv_1 | 47 |
| o211ai_1 | 10 |
| mux2i_1 | 12 |
| fa_1 | 22 |
| or2_2 | 6 |
| a31oi_1 | 8 |
| nor3_1 | 17 |
| nor2b_1 | 24 |
| edfxtp_1 | 42 |
| nand2_1 | 53 |
| o31ai_1 | 9 |
| a21oi_1 | 36 |
| mux2_2 | 12 |
| o21a_1 | 13 |
| clkbuf_8 | 7 |
| nor2_1 | 60 |
| o21ai_0 | 39 |
| or3_1 | 8 |
| xor2_1 | 17 |
| nand2b_1 | 9 |
==> placed cells by master (no fill, tap or decap), types with 14 or more instances in the layout <==
cell,synthesis,routed
edfxtp_1,42,42
inv_1,47,44
nand2_1,53,49
a21o_1,21,20
nand3_1,21,17
buf_4,1,222
a21oi_1,36,22
fa_1,22,20
ha_4,0,23
xor2_1,17,14
ha_1,67,41
nor2_1,60,55
clkdlybuf4s50_1,0,27
o21ai_0,39,19
nor2b_1,24,24
==> worst max path at each step <==
stage                 startpoint    endpoint  cells past startpoint
after global routing        A[1]  RESULT[10]                     49
after CTS                   B[0]  RESULT[14]                     52
final                       B[0]  RESULT[10]                     49
==> timing repair <==
item,4_1_cts,5_1_grt
resized,72,118
cloned,0,0
setup endpoints to repair,8,8
pin swaps,51,82
hold buffers,0,0
setup buffers,58,20
Power figures rest on the tool's default switching activity, not on a simulated workload.
