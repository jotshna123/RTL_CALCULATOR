===== flow/design.v =====
module mux4_1_gate (
    input  [15:0] d0, d1, d2, d3,   
    input  [1:0]  s,                
    output [15:0] y                
);
wire s0n, s1n;
wire [15:0] w0, w1, w2, w3;
not (s0n, s[0]);
not (s1n, s[1]);
genvar i;
generate
    for (i = 0; i < 16; i = i + 1) begin : MUX_BITS
        and (w0[i], d0[i], s1n, s0n);  
        and (w1[i], d1[i], s1n, s[0]);  
        and (w2[i], d2[i], s[1], s0n);  
        and (w3[i], d3[i], s[1], s[0]);  
        or  (y[i], w0[i], w1[i], w2[i], w3[i]);
    end
endgenerate
endmodule

===== flow/run.sh =====
#!/bin/bash
# OpenROAD 26Q1-2900-gdf79404cd8, Yosys 0.63+post, stock flow scripts
make -C /OpenROAD-flow-scripts/flow DESIGN_CONFIG=/design/flow/config.mk WORK_HOME=/design/flow/orfs finish

===== flow/config.mk =====
export PLATFORM = sky130hd
export DESIGN_NAME = mux4_1_gate
export DESIGN_NICKNAME = mux4_1_gate
export VERILOG_FILES = /design/flow/design.v
export SDC_FILE = /design/flow/constraint.sdc
export NUM_CORES = 4
export LEC_CHECK = 1
export CORE_AREA = 10 10 70 70
export DIE_AREA = 0 0 80 80

===== flow/constraint.sdc =====
current_design mux4_1_gate

set clk_period 1.5
set clk_io_pct 0.2

create_clock -name clk0 -period $clk_period

set non_clock_inputs [all_inputs -no_clocks]
set_input_delay [expr $clk_period * $clk_io_pct] -clock clk0 $non_clock_inputs
set_output_delay [expr $clk_period * $clk_io_pct] -clock clk0 [all_outputs]

==> flow_summary.ini <==
; flow metrics
[run_status]
run_status = complete, but fails checks
violations = setup timing

[routing]
num_vias = 622
routedWlPerCell_um = 17.3
first_pass_iters = 2
route.detailed.drc = 0
final_antenna_net_count = 0
diodes = 0
routed_wl_um = 2730
drt_iter0_drc = 5
vias_per_cell = 3.94

[floorplan]
core_area_um2 = 3420
initial_utilization = 0.125
die_h_um = 80
placementRows = 21
die_w_um = 80
die-area_um2 = 6400
num_io_pins = 82

[sta]
fin_crit_ps = 1510
period_used_share = 1.01
setup_viol = 3
report.final.slew_viol_count = 0
tns_ps = -12.5
hold_viol_final = 0
worst_slack_ps = -8.48
clock.fmax_mhz = 663
rsz0062_at_grt = yes
slew_headroom = 0.936
tightestPinTransition_ps = 96.7

[final_layout]
flops = 0
register_area_um2 = 0
fin_util = 0.363
comb_area_um2 = 360
syn2layout_area_growth_pct = 189
final.fill_count = 369
layout-drive-gt1-share = 0.429
clkbuf_count = 0

[power_and_ir_drop]
max-vdd-ir-drop_v = 0.0000807
swShare = 0.247
pwr-share-clk = 0
p_seq_frac = 0
power_density_nw_per_um2 = 234
internal_power_uw = 218
power.switching_uw = 71.7
total_leakage_power_nw = 0.597
p_comb_frac = 1.000

[yosys]
ys_area_um2 = 428
ys_types = 5
synth_area_um2 = 428
ys_seq_share = 0
avgSynthCellArea_um2 = 21.4
yosysWarnings = 0
syn_inst = 20
ys_cells = 20

[worst_setup_path]
cp-endpoint = y[1]
path_class = input port to primary output
cp_slowest_cell = mux4_2
start_kind = input port
startpoint = s[0]
crit_required_ps = 1200
crit_chain = buf_8 -> buf_8 -> buf_6 -> mux4_2 -> buf_2
crit_top_cell = buf_8
cp-end-kind = primary output
cp.arrival_ps = 1210
path_max_fanout = 4
crit_path_max_incr_delay_ps = 490

[job]
cap_violations = 0
warnings = 34

[placement]
port_buffers = 82
gp_congestion = 0.846

[grt]
grt_start_max_net_pins = 11
antenna_found_initial = 0
grt_pass1_wl_um = 4280
grt_pass1_vias = 801
gr-usage-all-layers = 0.0837
grt-ovfl-total = 0

[min_path]
hold_path.class = input port to primary output
hold_path_depth = 3

[cts]
cts_hold_buffers = 0
==> cells in the mapped netlist <==
cell type	n	area, um^2
buf_12	1	20.0
buf_2	2	10.0
buf_6	1	11.3
mux4_1	7	184
mux4_2	9	203
==> layer usage <==
| metal | track usage | share of wire | wire length (um) | up-vias |
|---|---|---|---|---|
| met5 | 0 | 0 | 0 | - |
| li1 | - | - | - | 288 |
| met4 | 0 | 0 | 0 | 0 |
| met2 | 0.138 | 0.42 | 1140 | 61 |
| met1 | 0.0912 | 0.37 | 1020 | 273 |
| met3 | 0.0602 | 0.21 | 566 | 0 |
==> metrics by stage <==
step	cells	area (um^2)	total power, mW	setup WS, ps	hold WS (ps)
after floorplan	20	428	0.0893	191	759
after global placement	148	1290	0.355	-792	1720
after detailed placement	148	1290	0.355	-801	1720
after CTS	156	1220	0.290	-29.4	1090
after global routing	158	1240	0.318	-62.2	1100
final	158	1240	0.290	-8.48	1080
==> worst min-delay path by stage <==
stage	start	endpoint	slack, ps
CTS	d3[7]	y[7]	1090
global route	d3[11]	y[11]	1100
finish	d2[10]	y[10]	1080
==> cell families (layout without fill, tap and decap cells) <==
logic type / after synthesis / after routing / share of synthesized area
muxes: 16 / 16 / 0.904
buffers and inverters: 4 / 96 / 0.0965
==> placed cells by master (no fill, tap or decap) <==
cell	synthesis	routed
buf_2	2	16
buf_4	0	3
buf_6	1	9
buf_8	0	3
clkdlybuf4s15_2	0	1
dlygate4sd2_1	0	64
mux4_2	9	16
==> worst max-delay path: cells and delay by family <==
kind     cells  cell delay (ps)
mux          1              490
buf+inv      4              420
==> what timing repair did <==
action / in CTS / in global routing
setup buffers: 8 / 2
setup endpoints to repair: 16 / 14
gates resized: 140 / 2
pin swaps: 0 / 0
==> power by group through the flow <==
stage / sequential [mW] / clock, mW / combinational, mW
after global routing: 0 / 0 / 0.318
after CTS: 0 / 0 / 0.290
final: 0 / 0 / 0.290
==> final cells by class <==
type,instances,share of cell area
multi-input combinational,16,0.291
timing repair buffer,96,0.663
tap,46,0.0465
No activity file was given, so power comes from the tool's default toggle rates.
